==> design/flow/design.v <==
`timescale 1ns / 1ps
module pro_v_2_0(a,clk,colomn,r,l,u,d
 );
integer i = 0;
integer j=0;
input clk;
input l,r,u,d;
output reg [6:0] a;
output reg [4:0] colomn;
reg [6:0] b = 7'b1100000; 
reg [6:0]  m [4:0];
reg [3:0] motion;
reg [3:0] state;
reg [6:0] sample_var;
integer i_block2=0;
integer light = 0;
integer curr_coordinate=0;
integer curr_coordinate_x=0;
integer curr_coordinate_y=0;
integer food_count = 0;
reg [2:0] x_cor [2:0];
reg [2:0] y_cor [2:0];
reg [2:0] rand_x [34:0];
reg [2:0] rand_y [34:0];
integer food_x=0;
integer food_y=0;
integer i_block3=0;
initial begin
m[0]=7'b0000000;
m[1]=7'b0000000;
m[2]=7'b0000000;
m[3]=7'b0000000;
m[4]=7'b0000000;
motion = 4'b1000;
state = 4'b1000;
x_cor[0] = 3'b001;
x_cor[1] = 3'b010;
x_cor[2] = 3'b011;
y_cor[0] = 3'b100;
y_cor[1] = 3'b100;
y_cor[2] = 3'b100;
rand_x[10] = 3'b001;
rand_y[10] = 3'b010;
rand_x[0] = 3'b001;
rand_y[0] = 3'b010;
rand_x[29] = 3'b101;
rand_y[29] = 3'b001;
rand_x[4] = 3'b110;
rand_y[4] = 3'b000;
rand_x[16] = 3'b110;
rand_y[16] = 3'b010;
rand_x[19] = 3'b010;
rand_y[19] = 3'b010;
rand_x[25] = 3'b101;
rand_y[25] = 3'b001;
rand_x[6] = 3'b011;
rand_y[6] = 3'b001;
rand_x[8] = 3'b010;
rand_y[8] = 3'b011;
rand_x[13] = 3'b001;
rand_y[13] = 3'b011;
rand_x[20] = 3'b000;
rand_y[20] = 3'b001;
rand_x[23] = 3'b010;
rand_y[23] = 3'b010;
rand_x[1] = 3'b001;
rand_y[1] = 3'b001;
rand_x[18] = 3'b110;
rand_y[18] = 3'b100;
rand_x[14] = 3'b010;
rand_y[14] = 3'b011;
rand_x[15] = 3'b101;
rand_y[15] = 3'b010;
rand_x[30] = 3'b100;
rand_y[30] = 3'b011;
rand_x[9] = 3'b011;
rand_y[9] = 3'b000;
rand_x[33] = 3'b000;
rand_y[33] = 3'b000;
rand_x[32] = 3'b000;
rand_y[32] = 3'b100;
rand_x[24] = 3'b100;
rand_y[24] = 3'b000;
rand_x[21] = 3'b010;
rand_y[21] = 3'b000;
rand_x[17] = 3'b101;
rand_y[17] = 3'b100;
rand_x[3] = 3'b011;
rand_y[3] = 3'b100;
rand_x[2] = 3'b100;
rand_y[2] = 3'b000;
rand_x[28] = 3'b011;
rand_y[28] = 3'b010;
rand_x[34] = 3'b000;
rand_y[34] = 3'b011;
rand_x[7] = 3'b100;
rand_y[7] = 3'b000;
rand_x[11] = 3'b100;
rand_y[11] = 3'b011;
rand_x[22] = 3'b000;
rand_y[22] = 3'b001;
rand_x[5] = 3'b001;
rand_y[5] = 3'b011;
rand_x[26] = 3'b011;
rand_y[26] = 3'b100;
rand_x[27] = 3'b110;
rand_y[27] = 3'b001;
rand_x[12] = 3'b001;
rand_y[12] = 3'b100;
rand_x[31] = 3'b110;
rand_y[31] = 3'b010;
end
integer k=0;
integer l1=0;
integer l2=0;
integer i3=0;
integer index_of_rand =0;
integer l3=0;
integer food_xcor=0;
integer food_ycor=0;
integer food_index=0;
integer ate_food=1;
integer flag3=0;
always @(posedge clk)
	begin
	i=i+1;
	if (i==300000)
		begin
			a=7'b0000000;
			colomn = 5'b11111;
			i=0;
			colomn[k] = 0;
			b = m[k];
			a = b;
			k = k+1;
			if (k==5)
				begin
					k=0;
				end
		end
end
always@(l,r,u,d) begin
	if(l==1)
		motion = 4'b1000;
	else if(r==1)
		motion = 4'b0100;
	else if(u==1)
		motion = 4'b0010;
	else if(d==1)
		motion = 4'b0001;
end
always@(posedge clk)
		begin
		i_block2=i_block2+1;
			if(i_block2==50000000)
				begin
					i_block2=0;
					if(ate_food==1)
					begin
					ate_food=0;
					food_xcor = rand_x[food_index];
					food_ycor = rand_y[food_index];
					end
								for(curr_coordinate = 0;curr_coordinate < 2;curr_coordinate = curr_coordinate+1)
									begin
										x_cor[curr_coordinate] <= x_cor[curr_coordinate+1] ;
										y_cor[curr_coordinate] <= y_cor[curr_coordinate+1] ;
									end
								if(motion==4'b0100)
									begin
									x_cor[curr_coordinate] <= x_cor[curr_coordinate] + 1;
									if (x_cor[curr_coordinate]==6)
									begin
										x_cor[curr_coordinate] <= 0 ;
									end
									end
								if(motion==4'b1000)
									begin
									x_cor[curr_coordinate] <= x_cor[curr_coordinate] - 1;
										if (x_cor[curr_coordinate]==0)
										begin
											x_cor[curr_coordinate] <= 6 ;
										end
									end
								if(motion==4'b0010)
									begin
									y_cor[curr_coordinate] <= y_cor[curr_coordinate]-1 ;
										if (y_cor[curr_coordinate]==0)
										begin
											y_cor[curr_coordinate] <= 4 ;
										end
									end
								if(motion==4'b0001)
									begin
									y_cor[curr_coordinate] <= y_cor[curr_coordinate]+1 ;
										if (y_cor[curr_coordinate]==4)
										begin
											y_cor[curr_coordinate] <= 0 ;
										end
									end								
								if(x_cor[curr_coordinate]==food_xcor && y_cor[curr_coordinate]==food_ycor)
								begin
									food_xcor = rand_x[food_index];
									food_ycor = rand_y[food_index];
								end
								for(l1=0;l1<5;l1=l1+1)
									begin
										sample_var = 7'b0000000;
										m[l1]=sample_var;
										for(l2=0;l2<3;l2 = l2+1)
											begin
												l3 = y_cor[l2];
												if(l3==l1)
													begin
														light = x_cor[l2];
														sample_var[light] = 1;
													end
											end
									m[l1] = sample_var;	
									end
									sample_var = m[food_ycor];
									sample_var[food_xcor] = 1;
									m[food_ycor] = sample_var;
						end
					end
always@(posedge clk) begin
	i_block3=i_block3+1;
	if(i_block3==50000000)
	begin
	i_block3=0;
	food_index=food_index+1;
	if(food_index==34)
	begin
		food_index = 0;
	end
	end
	end
endmodule
==> design/flow/run.sh <==
#!/bin/bash
# OpenROAD 26Q1-2900-gdf79404cd8, Yosys 0.63+post, stock flow scripts
make -C /OpenROAD-flow-scripts/flow DESIGN_CONFIG=/design/flow/config.mk WORK_HOME=/design/flow/orfs finish
==> design/flow/config.mk <==
export PLATFORM = sky130hd
export DESIGN_NAME = pro_v_2_0
export DESIGN_NICKNAME = pro_v_2_0
export VERILOG_FILES = /design/flow/design.v
export SDC_FILE = /design/flow/constraint.sdc
export NUM_CORES = 4
export LEC_CHECK = 1
export CORE_UTILIZATION = 50
==> design/flow/constraint.sdc <==
current_design pro_v_2_0

set clk_period 26.1
set clk_io_pct 0.2

create_clock -name clk0 -period $clk_period [get_ports {clk}]

set non_clock_inputs [all_inputs -no_clocks]
set_input_delay [expr $clk_period * $clk_io_pct] -clock clk0 $non_clock_inputs
set_output_delay [expr $clk_period * $clk_io_pct] -clock clk0 [all_outputs]
==> impl_metrics.tcl <==
# collected from the flow reports
set metrics [dict create \
    outcome "complete, no violations" \
    cellPowerDensity_nw_per_um2 51.7 \
    synth_stat.cells 1853 \
    drt_first_pass_iters 5 \
    finish.utilization 0.563 \
    edf_count 194 \
    cts_setup_buffers 0 \
    synth_cell_type_count 80 \
    yosysTopAreaCell "sky130_fd_sc_hd__edfxtp_1" \
    logic_area_sq_um 8910 \
    rsz0062_at_grt "no" \
    detailed_place_hpwl_um 28400 \
    coreArea_sq_um 33700 \
    synth.top_cell.area_share 0.338 \
    layout.cells.most_common_list "sky130_fd_sc_hd__nor2_1 (202), sky130_fd_sc_hd__edfxtp_1 (194), sky130_fd_sc_hd__nand2_1 (154)" \
    crit_path_category "flop to flop" \
    h_tree_level_count 2 \
    power.static_leakage_nw 6.63 \
    timing.setup.tns_ns 0 \
    cpMostUsedCell "sky130_fd_sc_hd__ha_1" \
    globalRouteOverflowTotal 0 \
    clock-root-buffer "sky130_fd_sc_hd__clkbuf_16" \
    n_antenna_cell 0 \
    worstPathCellList "ha_1 > ha_1 > inv_1 > o221a_2 > a211oi_1 > o311ai_0 > or4_4 > nor2_1 > a21oi_1 > a21o_1 > inv_1 > ha_1 > o21ai_0 > or2_2 > o32ai_1 > or4b_1 > o2bb2a_2 > nor4_4 > nand4_2 > o31ai_1" \
    i_o_pins 17 \
    register_pins_left_without_a_clock 4 \
    layout_worst_path_cycle_share 0.273 \
    post_route_cells_drive_above_1_share 0.0576 \
    syn_inst 1853 \
    synth-warning-count 2 \
    grt_antenna_before_repair 1 \
    number_of_global_route_vias_before_repair 12700 \
    port_buffers 16 \
    path_delay_family "AND-OR/OR-AND gates" \
    wl_per_cell_um 17.1 \
    global_route_wire_length_before_repair_um 65600 \
    ys_seq_elements 294 \
    tritoncts "built" \
    timing.critical_path.from_type "flop" \
    yosys-stat-area_sq_um 17200 \
    timing.critical_path.to_type "flop" \
    via_count 13500 \
    finalSetupViolCount 0 \
    numCtsBuffers 34 \
    design.die.area_sq_um 35200 \
    post_route_wl_um 39700 \
    cts.clk_slew.worst_paths_ns 0.06 \
    timing.fmax_ghz 0.140 \
    clkLatencyLatePin_ns 0.54 \
    fillCellCount 2977 \
    syn-mean-instance-area_sq_um 9.30 \
    cts_max_path_buffers 3 \
    vdd_ir_drop_max_mv 0.0510 \
    slew_viol_final 0 \
    hp-class "flop to flop" \
    max_stage_delay_ns 0.59 \
    timing_worst_slew_pin_value_ns 0.869 \
    drt_drc_violations_left 0 \
    layout.cells.most_common "sky130_fd_sc_hd__nor2_1" \
    period_minus_slack_ns 7.14 \
    mapped_area_sq_um 17200 \
    max_cap_violations 0 \
    max-slew-margin-rel 0.416 \
    synth_async_sr_flop_share 0 \
    largest_fanout_on_the_critical_path 12 \
    topCellsByArea "sky130_fd_sc_hd__edfxtp_1 (34%), sky130_fd_sc_hd__dfxtp_1 (11%), sky130_fd_sc_hd__xnor2_1 (5.7%)" \
    worst_ep_arrival_time_ns 7.49 \
    area.sequential_sq_um 7810 \
    first_iter_violations 928 \
    synthFlopType "sky130_fd_sc_hd__edfxtp_1" \
    groute.usage.overall 0.241 \
    grt_max_degree 49 \
    crit_path_top_delay_cell "sky130_fd_sc_hd__edfxtp_1" \
    detail-route-antenna-nets 0 \
    dieWidth_um 188 \
    clock-skew-final_ns 0.0188 \
    post_cts.resized_instances 0 \
    untimed_endpoints 4 \
    place.gp.congestion 0.952 \
    placement_row_count 67 \
    drt-vias-per-instance 5.82 \
    area_growth_syn_to_layout_pct 10.1 \
    cp_data_required_time_ns 26.45 \
    fp.dieH_um 188 \
    warning_count 45 \
    hold_viol 0 \
    number_of_buffer_and_inverter_instances_along_the_worst_setup_path 2 \
    cts_hold_buffers_added 0 \
    floorplan.core_util 0.511 \
]
==> report_power, final <==
group | internal [mW] | total [mW] | switching (mW)
registers | 0.484 | 0.484 | 0.0000135
clock network | 0.307 | 0.495 | 0.188
logic | 0.000668 | 0.00127 | 0.000602
==> layer usage <==
metal	global-route usage	share of wire
met5	0	0.00023
met3	0.0573	0.059
met1	0.400	0.50
met2	0.346	0.43
met4	0.0419	0.019
==> cells by family (layout without fill, tap and decap cells) <==
family	Yosys count	in the layout	share of synthesized area
AND-OR/OR-AND	305	305	0.117
latches	4	4	0.00349
XOR/XNOR	186	186	0.0946
adder cells (fa/ha/maj)	37	37	0.0269
buffers and inverters	137	158	0.0303
AND/OR/NAND/NOR	872	872	0.265
other	1	1	0.000218
flip-flops	290	290	0.450
multiplexers	21	21	0.0128
==> per-stage QoR <==
stage	instance area, sq um	setup WS [ns]	total power, mW	std cells	hold slack (ns)
after CTS	19000	19.03	0.994	2322	0.466
final	19000	18.96	0.980	2322	0.464
after global routing	19000	18.31	1.01	2322	0.471
after global placement	17800	19.14	0.495	2263	0.446
after detailed placement	17800	19.09	0.495	2263	0.453
after floorplan	17200	19.26	0.494	1853	0.424
==> worst paths after layout <==
check,startpoint,endpoint,slack (ns),cells past startpoint
setup / recovery,food_index[1]$_SDFFCE_PN0N_,m[2][5]$_DFFE_PP_,18.96,20
hold / removal,i_block3[31]$_SDFF_PN0_,i_block3[31]$_SDFF_PN0_,0.46,1
setup reg to reg,food_index[1]$_SDFFCE_PN0N_,m[2][5]$_DFFE_PP_,18.96,20
hold reg to reg,i_block3[31]$_SDFF_PN0_,i_block3[31]$_SDFF_PN0_,0.46,1
==> state kept, by name (all words and copies together), names as in the netlist <==
| signal | cells |
|---|---|
| food_index | 32 |
| colomn | 5 |
| i_block2 | 32 |
| m | 35 |
| motion | 4 |
| i | 32 |
| food_xcor | 32 |
| food_ycor | 32 |
| y_cor | 9 |
| a | 7 |
| ate_food | 1 |
| x_cor | 9 |
| i_block3 | 32 |
| k | 32 |
==> area by class of cell <==
class                      instances  area share
tap                              448      0.0295
sequential                       294       0.411
clock buffer                      48      0.0508
timing repair buffer              35      0.0160
multi-input combinational       1422       0.470
clock inverter                    11     0.00989
inverter                          64      0.0127
==> synthesized netlist by cell type (6+ instances only) <==
library cell / n
sky130_fd_sc_hd__a21oi_1: 66
sky130_fd_sc_hd__or2_2: 7
sky130_fd_sc_hd__clkbuf_1: 60
sky130_fd_sc_hd__nor2_1: 202
sky130_fd_sc_hd__and4_1: 20
sky130_fd_sc_hd__a211oi_1: 14
sky130_fd_sc_hd__nand4_1: 48
sky130_fd_sc_hd__a31oi_1: 29
sky130_fd_sc_hd__inv_1: 61
sky130_fd_sc_hd__and2_1: 17
sky130_fd_sc_hd__nand3b_1: 12
sky130_fd_sc_hd__o22ai_1: 27
sky130_fd_sc_hd__a22oi_1: 10
sky130_fd_sc_hd__and3_1: 34
sky130_fd_sc_hd__nand2b_1: 20
sky130_fd_sc_hd__xor2_1: 74
sky130_fd_sc_hd__ha_1: 37
sky130_fd_sc_hd__or3_1: 12
sky130_fd_sc_hd__nor2b_1: 68
sky130_fd_sc_hd__mux2_2: 8
sky130_fd_sc_hd__nand3_1: 102
sky130_fd_sc_hd__nor3_1: 65
sky130_fd_sc_hd__o211ai_1: 6
sky130_fd_sc_hd__buf_1: 7
sky130_fd_sc_hd__buf_2: 6
sky130_fd_sc_hd__edfxtp_1: 194
sky130_fd_sc_hd__o31ai_1: 15
sky130_fd_sc_hd__nand2_1: 154
sky130_fd_sc_hd__or3b_2: 7
sky130_fd_sc_hd__a221oi_1: 9
sky130_fd_sc_hd__nor3b_1: 13
sky130_fd_sc_hd__o221ai_1: 9
sky130_fd_sc_hd__xnor2_1: 112
sky130_fd_sc_hd__o21ai_0: 58
sky130_fd_sc_hd__or4_1: 13
sky130_fd_sc_hd__o21a_1: 6
sky130_fd_sc_hd__a222oi_1: 7
sky130_fd_sc_hd__mux2i_1: 13
sky130_fd_sc_hd__nor4_1: 52
sky130_fd_sc_hd__dfxtp_1: 96
==> worst register-to-register path: stages, from the launching register on <==
cell                       delay (ns)
sky130_fd_sc_hd__edfxtp_1        0.59
sky130_fd_sc_hd__ha_1            0.33
sky130_fd_sc_hd__ha_1            0.23
sky130_fd_sc_hd__inv_1           0.05
sky130_fd_sc_hd__o221a_2         0.29
sky130_fd_sc_hd__a211oi_1        0.45
sky130_fd_sc_hd__o311ai_0        0.25
sky130_fd_sc_hd__or4_4           0.56
sky130_fd_sc_hd__nor2_1          0.28
sky130_fd_sc_hd__a21oi_1         0.26
sky130_fd_sc_hd__a21o_1          0.30
sky130_fd_sc_hd__inv_1           0.16
sky130_fd_sc_hd__ha_1            0.29
sky130_fd_sc_hd__o21ai_0         0.28
sky130_fd_sc_hd__or2_2           0.44
sky130_fd_sc_hd__o32ai_1         0.26
sky130_fd_sc_hd__or4b_1          0.45
sky130_fd_sc_hd__o2bb2a_2        0.30
sky130_fd_sc_hd__nor4_4          0.55
sky130_fd_sc_hd__nand4_2         0.31
sky130_fd_sc_hd__o31ai_1         0.30
Power is estimated from default activity; no workload was simulated.
